--- flow/design.v ---
module counter #(
    parameter WIDTH = 8
)(
    input logic             clk,     
    input logic             rst,     
    input logic             en,      
    output logic [WIDTH-1:0] count    
);
always_ff @ (posedge clk, posedge rst)
    if (rst) count <= {WIDTH{1'b0}};
    else    count <= count + {{WIDTH-1{1'b0}}, en};  
endmodule
--- flow/run.sh ---
#!/bin/bash
# OpenROAD 26Q1-2900-gdf79404cd8, Yosys 0.63+post, stock flow scripts
make -C /OpenROAD-flow-scripts/flow DESIGN_CONFIG=/design/flow/config.mk WORK_HOME=/design/flow/orfs finish
--- flow/config.mk ---
export PLATFORM = sky130hd
export DESIGN_NAME = counter
export DESIGN_NICKNAME = counter
export VERILOG_FILES = /design/flow/design.v
export SDC_FILE = /design/flow/constraint.sdc
export NUM_CORES = 4
export LEC_CHECK = 1
export CORE_AREA = 10 10 70 70
export DIE_AREA = 0 0 80 80
--- flow/constraint.sdc ---
current_design counter

set clk_period 1.4
set clk_io_pct 0.2

create_clock -name clk0 -period $clk_period [get_ports {clk}]

set non_clock_inputs [all_inputs -no_clocks]
set_input_delay [expr $clk_period * $clk_io_pct] -clock clk0 $non_clock_inputs
set_output_delay [expr $clk_period * $clk_io_pct] -clock clk0 [all_outputs]
==> run summary <==
Synthesis and place-and-route results.

- Buffers placed on the I/O ports in this run total 10.
- In this design, the largest share of critical-path delay is due to buffers and inverters.
- In this run the critical register-to-register path is launched from count[0].
- The post-layout minimum cycle time is 1.34 ns.
- By instance count after routing, the leading logic cell types are sky130_fd_sc_hd__buf_4, sky130_fd_sc_hd__dfrtp_1, sky130_fd_sc_hd__dlymetal6s2s_1, sky130_fd_sc_hd__clkdlybuf4s50_1.
- The core region is 3420 µm².
- Cell internal power was estimated by the tool at 0.740 mW.
- In the post-route report, total wirelength is listed as 773 µm.
- The number of flip-flops under the largest register name is 8.
- The CTS tree is built.
- Per the synth log, the flip-flop and latch total comes to 8.
- The initial antenna violation count is 0.
- The number of global-route vias before repair is 243.
- Endpoints with negative setup slack in the final report add up to 0.
- The chip area line in the Yosys stat output reads 329 µm².
- The total length of routed met2 wires is 255 µm.
- Per the TritonCTS log, the buffer count is 3.
- The largest registers in the layout are count: 8 flops.
- The cell at the slowest stage of the critical path is sky130_fd_sc_hd__clkdlybuf4s50_1.
- The path type of the worst min-delay path is input port to asynchronous set/reset pin.
- CTS saw 8 sinks.
- The HPWL after detailed placement is 586 µm.
- The share of total power dissipated in combinational logic is 46.5%.
- The maximum vdd ir drop is 0.924 mV.
- Yosys stat counts 25 cells in the synthesized netlist.
- The final hold violation count is 0.
- The overall die size recorded for this design is 6400 µm².
- The worst-path maximum fanout is 2.
- Counting only logic cells after layout, the most numerous master is sky130_fd_sc_hd__buf_4.
- Across all stage logs, warnings added up to 25.
- The worst-case clock buffer depth is 2.
- The peak clock frequency supported by timing is 0.747 GHz.
- The fill cell total of the finished layout is 380.
- The post-route netlist has 29.8% of its cells at a drive strength greater than 1.
- The max-slew violation total from the final report is 0.
- The number of primary I/O pins is 11.
- The row count is 21.
- The final worst clock skew is 0.00286 ns.
- STA reports a reg2reg setup slack of 0.26 ns.
- The flip-flop and latch area is 200 µm².
- The number of detailed-routing iterations run before antenna repair is 2.
- The met3 layer wire length in the routed design is 103 µm.
- The critical path endpoint has a required time of 1.12 ns.
- The count of different cell masters after synthesis is 11.
- The area of placed instances is 502 µm².
- On the reported timing paths, the clock transition at the registers reads 0.05 ns.
- The critical path data arrival time is 1.06 ns.
- The worst setup path is captured at an output pin.
- The share of total power dissipated in sequential elements is 36.5%.
- The count of mapped cells out of synthesis is 25.
- The sequential element share of the synthesized area is 60.8%.
- On the final layout, the worst hold slack is 0.277 ns.
- The total power density per cell area is 1750 nW/µm².
- Per the CTS log, the maximum H-tree level is 1.
- The net switching power figure is 0.294 mW.
- The detailed-routing wirelength on met1 is 414 µm.
- The run finished with clean final reports.
- The script computed the net switching share of total power as 28.4%.
- The warning tally printed by Yosys for this design is 1.
- The type of the worst setup path is flop to output pin.
- The total non-filler cell area in the finished layout is 592 µm².
- The share of the core area taken by cells at floorplan is 9.63%.
- The violation count after the first detailed-routing iteration is 1.
- The cell at the root of the clock tree is sky130_fd_sc_hd__clkbuf_4.
- The critical path's largest stage delay is 0.47 ns.
- The last weighted congestion value of the routability-driven placer is 0.721.
- The area of the mapped netlist is 329 µm².
- Setup repair after global routing left no endpoint under its margin.
- The type of origin of the critical path is a flop.
- In the final timing run, aggregate negative setup slack is 0 ns.
- Entering global routing, the biggest net connects 9 pins.
- The power consumption is 1.03 mW.
- Max-cap violations in this run came to 0.
- The highest metal layer with signal wires is met3.
- The final route contains 246 vias.
- The routed via count divided by cell count is 2.65.
- The layout report lists the multi-input gate area as 125 µm².
- The horizontal die dimension reported for this design is 80 µm.
- The area growth from synthesis to layout is 79.8%.
- Traced cell by cell, the critical path runs through clkdlybuf4s50_1.
- After detailed routing, the number of remaining DRC violations is 0.
- The static leakage is 0.322 nW.
- The largest register by flop count is count.
- The vertical die dimension is 80 µm.
- After synthesis, the mean cell area works out to 13.2 µm².
- The slew at the pin closest to its max-slew limit is 0.310 ns.
- Per the post-run analysis, buffers plus inverters along the critical path come to 1.
- Clock latency on the worst-skew pair, taken at its later pin, is 0.25 ns.
- Once detail routing completed, the nets flagged for antenna violations numbered 0.
- The overall track demand over capacity in global routing is 2.49%.
- The worst register-to-register path depth is 4.
- The capture instance of the worst register-to-register path is count[4].
- After detailed routing, the average wire length per cell comes to 8.31 µm.
- The clock network accounts for 17.0% of the total power.
- Headroom to the max-slew limit came out at 79.3%.
- The first global-routing pass estimated 1190 µm of wire.
- In the finished design, the share of the clock period the worst path needs comes to 95.6%.
- The routed design ends up with an antenna cell count of 0.
- The global route stage reports its total congestion overflow as 0.
-- power groups by stage --
stage                 logic [mW]  clock network, mW  registers, mW
after CTS                  0.504              0.186          0.382
after global routing       0.530              0.205          0.389
final                      0.480              0.176          0.377
-- worst max path at each step --
stage,start,endpoint,cells after the start
CTS,count[3],count[3],1
global route,count[6],count[6],1
finish,count[6],count[6],1
-- through the flow --
stage,std cells,worst slack (ns),utilization [%]
after CTS,91,0.00773,16.4
after global placement,83,-0.103,14.7
after global routing,93,0.00912,17.3
after detailed placement,83,-0.132,14.7
after floorplan,25,0.369,-
final,93,0.0614,17.3
-- worst reg2reg max path: stages (launching register included) --
cell and delay (ns):
sky130_fd_sc_hd__dfrtp_1 0.38, sky130_fd_sc_hd__ha_1 0.21, sky130_fd_sc_hd__ha_1 0.24, sky130_fd_sc_hd__nand3_1 0.12
sky130_fd_sc_hd__xnor2_1 0.11
-- final cells by class --
cell class | count | area share [%]
sequential | 8 | 33.8
clock buffer | 3 | 3.81
timing repair buffer | 19 | 30.9
tap | 46 | 9.73
multi-input combinational | 16 | 21.1
inverter | 1 | 0.634
-- metal layers --
layer / vias up / GRT usage, %
met5: - / 0
met1: 108 / 3.51
met3: 0 / 2.61
li1: 125 / -
met2: 13 / 2.49
met4: 0 / 0.176
-- kinds of logic after synthesis --
group	count (synthesis)	synth area share, %
simple gates	8	14.5
flops	8	60.8
xor+xnor	6	16.0
fa+ha+maj	2	7.60
buf+inv	1	1.14
-- cell usage after synthesis, drive strengths merged --
library cell  count  area share (%)
xnor2             3             8.0
dfrtp             8              61
nand2             2             2.3
xor2              3             8.0
and3              1             1.9
inv               1             1.1
ha                2             7.6
nor2              1             1.1
nand3             3             6.1
nor3              1             3.0
-- repair_timing --
item                                    in CTS  in global routing
endpoints found under the setup margin       5                  7
gates resized                                0                  6
hold buffers                                 0                  0
hold endpoints to repair                     0                  0
buffers inserted                             5                  2
Power and IR drop assume default switching activity.
