$ cat design/flow/constraint.sdc
current_design bin2bcd

set clk_period 5.3
set clk_io_pct 0.2

create_clock -name clk0 -period $clk_period

set non_clock_inputs [all_inputs -no_clocks]
set_input_delay [expr $clk_period * $clk_io_pct] -clock clk0 $non_clock_inputs
set_output_delay [expr $clk_period * $clk_io_pct] -clock clk0 [all_outputs]
$ cat design/flow/design.v
module bin2bcd (x, BCD);
	input[7:0] x;			 
	output reg[11:0] BCD;   
   reg [19:0] result;   
   integer i;
   always_comb
   begin
      result[19:0] = 0;
      result[7:0] = x;
      for (i=0; i<8; i=i+1) begin
         if (result[11:8] >= 5)
            result[11:8] = result[11:8] + 4'd3;
         if (result[15:12] >= 5)
            result[15:12] = result[15:12] + 4'd3;
         result = result << 1;
      end
      BCD = result[19:8];
   end
endmodule
$ cat design/flow/run.sh
#!/bin/bash
# OpenROAD 26Q1-2900-gdf79404cd8, Yosys 0.63+post, stock flow scripts
make -C /OpenROAD-flow-scripts/flow DESIGN_CONFIG=/design/flow/config.mk WORK_HOME=/design/flow/orfs finish
$ cat design/flow/config.mk
export PLATFORM = sky130hd
export DESIGN_NAME = bin2bcd
export DESIGN_NICKNAME = bin2bcd
export VERILOG_FILES = /design/flow/design.v
export SDC_FILE = /design/flow/constraint.sdc
export NUM_CORES = 4
export LEC_CHECK = 1
export CORE_AREA = 10 10 70 70
export DIE_AREA = 0 0 80 80
==> impl_metrics.yaml <==
# implementation run metrics
critical_path:
  arrival_ns: 4.47
  cp-end-kind: "primary output"
  cp_top_family: "buffers and inverters"
  crit_top_cell: "ha_4"
  path_class: "input port to primary output"
  start_kind: "input port"
  cp_cell_sequence: "buf_8 > inv_6 > ha_4 > or2_4 > nand2_4 > xnor2_4 > ha_4 > nand2b_4 > a32oi_4 > xnor2_4 > inv_4 > ha_4 > and2b_1 > buf_6 > o32ai_4 > buf_6 > nor2_4 > nor3_1 > buf_4 > o41ai_4 > buf_4 > o31a_1 > dlygate4sd2_1"
  crit_buf_inv: 8
  critPathSlowestCell: "o32ai_4"
  crit_fanout: 4
  slowest_delay_ns: 0.27
  worst_ep_required_time_ns: 4.24
power_and_ir_drop:
  p_leak_uw: 0.000858
  power.density_nw_per_um2: 230
  vdd_ir_drop_max_v: 0.0000633
  power_uw: 471
place:
  placed_cell_area_um2: 1690
  gp_congestion: 0.858
  pre_cts_ws_ns: -0.991
  portBuffers: 16
  dp_hpwl_um: 2410
synth:
  ys_sh_aoi_pct: 39.5
  ys_sh_adder_pct: 8.34
  synthTopCellsByCount: "nor2_1, o21ai_0, nand2_1, ha_1, inv_1"
  synth.avg_cell_area_um2: 7.79
  post-synth-top-area-cell: "ha_1"
  ys_sh_simple_pct: 28.3
  ys_seq_share_pct: 0
  syn_inst: 154
  yosys-mux-area-fraction_pct: 4.48
  top_cell_area_share_pct: 8.34
  logic_family: "AND-OR/OR-AND gates"
  ys_warn_count: 1
  yosys-top-cells-area: "ha_1, o21ai_0, nor2_1, xnor2_1, nand2_1"
  yosys-stat-area_um2: 1200
  synth-xor-area-share_pct: 8.65
  yosys_cells: 154
  synth_area_um2: 1200
  yosysUniqueCellTypes: 68
job:
  drv_cap: 0
  log.warning_count: 38
detailed_routing:
  wl_um: 3310
  vias: 1359
  diodes: 0
  drc: 0
  drtIter0Drc: 70
  highest_layer: "met3"
  drt_pass1_iterations: 4
  drt-met1-wl_um: 1740
  dr_wl_met3_um: 80
  route.met2.wl_um: 1490
  ant_nets: 0
  routedWlPerCell_um: 12.3
  post_drt_via_cell_ratio: 5.05
die:
  fp.dieW_um: 80
  fp_util_pct: 35.1
  chip_area_um2: 6400
  rows: 21
  die_y_um: 80
  core_um2: 3420
  io_pins: 20
timing:
  min_period_ns: 5.53
  rsz0062_at_grt: "true"
  hold_slack_ns: 2.12
  layout_setup_ws_ns: -0.231
  worstMarginPinSlew_ns: 0.505
  hold_violations: 0
  fin_crit_sh_pct: 104
  maxSlewViolCount: 0
  setup_viol: 8
  slew-limit-headroom_pct: 65.9
  fmax_mhz: 181
grt:
  first_global_vias: 1358
  grt_max_degree: 13
  grt_pass1_wl_um: 5820
  grt-ovfl-total: 0
  antenna_found_initial: 0
  gr-usage-all-layers_pct: 10.2
final_layout:
  flop_area_um2: 0
  syn2layout_area_growth_pct: 71.0
  final_area_um2: 2050
  seq_cells: 0
  final_core_util_pct: 60.1
  nClkBuffers: 0
  final_layout_size_suffix_gt1_share_pct: 56.1
hold_path:
  min_path_type: "input port to primary output"
status:
  status: "complete, but fails checks"
  violations: "setup timing"
==> placed cells by master (no fill, tap or decap), types with 4 or more instances in the layout <==
cell / instances
buf_2: 8
xnor2_1: 4
inv_1: 7
nor2b_1: 5
buf_6: 17
ha_4: 5
o21ai_0: 10
buf_4: 47
clkdlybuf4s50_1: 4
nor3_1: 4
nand2_1: 9
nor2_1: 9
==> cells by family after synthesis <==
kind of cell,Yosys count
simple gates,59
other cells,1
compound gates,53
fa+ha+maj,8
xor+xnor,8
buf+inv,21
mux,4
==> final timing paths <==
path	startpoint	endpoint	slack, ns	cells past startpoint
worst min-delay path	x[0]	BCD[0]	2.12	0
worst max-delay path	x[6]	BCD[2]	-0.23	23
==> area by class of cell <==
| type | count | area (um^2) |
|---|---|---|
| fillers | 283 | 1360 |
| inverters | 10 | 45.0 |
| multi-input cells | 134 | 1290 |
| well taps | 46 | 57.6 |
| repair buffers | 79 | 657 |
==> per-stage QoR <==
stage	std cells	setup TNS, ns
3_5_place_dp	244	-8.13
5_1_grt	269	-2.73
3_3_place_gp	244	-7.72
6_report	269	-1.29
4_1_cts	267	-2.01
2_1_floorplan	155	-1.11
==> metal layers <==
metal	vias to the layer above	global-route usage (%)
met5	-	0
met4	0	0.704
met3	0	0.455
met2	15	16.8
met1	633	15.0
li1	711	-
==> power breakdown <==
part	internal [uW]	leakage, uW	switching [uW]
clock network	0	0	0
registers	0	0	0
logic	271	0.000858	200
==> what timing repair did <==
item	in CTS	in global routing
setup buffers	24	4
hold buffers	0	0
resized	74	10
gates cloned	0	0
pin swaps	33	13
setup endpoints to repair	9	9
Power figures rest on the tool's default switching activity, not on a simulated workload.
